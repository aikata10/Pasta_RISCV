--- flow/design.v ---
package riscv_signature_pkg;
  typedef enum bit[7:0] {
    CORE_STATUS,
    TEST_RESULT,
    WRITE_GPR,
    WRITE_CSR
  } signature_type_t;
  typedef enum bit[4:0] {
    INITIALIZED,
    IN_DEBUG_MODE,
    IN_MACHINE_MODE,
    IN_HYPERVISOR_MODE,
    IN_SUPERVISOR_MODE,
    IN_USER_MODE,
    HANDLING_IRQ,
    FINISHED_IRQ,
    HANDLING_EXCEPTION,
    INSTR_FAULT_EXCEPTION,
    ILLEGAL_INSTR_EXCEPTION,
    LOAD_FAULT_EXCEPTION,
    STORE_FAULT_EXCEPTION,
    EBREAK_EXCEPTION
  } core_status_t;
  typedef enum bit {
    TEST_PASS,
    TEST_FAIL
  } test_result_t;
endpackage
interface bus_if();
  logic req, gnt, rvalid, we, err;
  logic [3:0] be;
  logic [31:0] addr, rdata, wdata;
  modport master (
    output req,
    input  gnt,
    output addr,
    output we,
    output be,
    input  rvalid,
    output wdata,
    input  rdata,
    input  err
  );
  modport slave (
    input  req,
    output gnt,
    input  addr,
    input  we,
    input  be,
    output rvalid,
    input  wdata,
    output rdata,
    output err
  );
endinterface
`timescale 1ns / 1ps
module Cipher_add (
    input                                             Clk_CI,           
    input   [32 * 17 - 1 :0]               InData_PTXT_DI,   
    input   [32 * 17 - 1 :0]               Key_l,            
    output  [32 * 17 - 1 :0]               OutData_DO,       
    input                                             Start_SI,         
    output                                            Finish_SO         
);
    wire [32 * 17 - 1 :0] in_modadd1, in_modadd2;
    wire [32 * 17 - 1 :0] OutData_add;
    reg [32 * 17 - 1 :0] OutData;
    reg Finish;
    reg Addition;
    assign in_modadd1 = (Start_SI) ? InData_PTXT_DI[32 * 17 - 1:0] : 32 * 17'd0;
    assign in_modadd2 = (Start_SI) ? Key_l[32 * 17 - 1:0] : 32 * 17'd0;  
    mod_add_wrapper add(
        .clk(Clk_CI),
        .in_modadd1(in_modadd1),
        .in_modadd2(in_modadd2),
        .out_modadd(OutData_add)
    );
    always @(posedge Clk_CI) begin
    if (Start_SI) begin
        Addition<= 1'd1; 
        Finish <= 1'd0;
        OutData <= 32 * 17'd0;
    end else if (Addition) begin
        Addition<= 1'd0;
        Finish <= 1'd1;
        OutData <= OutData_add;
    end else begin
        Addition<= 1'd0; 
        Finish <= 1'd0;
        OutData <= 32 * 17'd0;
    end
    end
    assign Finish_SO = Finish;
    assign OutData_DO = OutData;
endmodule
module mod_add_wrapper(
    input clk,
    input  [17*32-1:0] in_modadd1,in_modadd2,
    output [17*32-1:0] out_modadd
    );
 genvar i;
 generate 
    for (i = 0; i < 32; i = i + 1) begin: modadd_gen
            modadd ma (.clk(clk),
                    .in1(in_modadd1[17*(i+1)-1:17*i]),
                    .in2(in_modadd2[17*(i+1)-1:17*i]),
                    .out(out_modadd[17*(i+1)-1:17*i])
                    );
    end
 endgenerate
endmodule
module modadd(
 input clk,
 input [17-1:0] in1,in2,
 output reg [17-1:0] out
 );
wire [17:0] temp = in1+in2;
    always @(posedge clk) begin
         out <= temp>=65537 ? temp-65537 : temp;
    end
endmodule
--- flow/run.sh ---
#!/bin/bash
# OpenROAD 26Q1-2900-gdf79404cd8, Yosys 0.63+post, stock flow scripts
make -C /OpenROAD-flow-scripts/flow DESIGN_CONFIG=/design/flow/config.mk WORK_HOME=/design/flow/orfs finish
--- flow/config.mk ---
export PLATFORM = sky130hd
export DESIGN_NAME = Cipher_add
export DESIGN_NICKNAME = Cipher_add
export VERILOG_FILES = /design/flow/design.v
export SDC_FILE = /design/flow/constraint.sdc
export NUM_CORES = 4
export LEC_CHECK = 1
export CORE_AREA = 10 10 624 624
export DIE_AREA = 0 0 634 634
--- flow/constraint.sdc ---
current_design Cipher_add

set clk_period 25.3
set clk_io_pct 0.2

create_clock -name clk0 -period $clk_period [get_ports {Clk_CI}]

set non_clock_inputs [all_inputs -no_clocks]
set_input_delay [expr $clk_period * $clk_io_pct] -clock clk0 $non_clock_inputs
set_output_delay [expr $clk_period * $clk_io_pct] -clock clk0 [all_outputs]
==> run summary <==
Purpose: to document the outcome of synthesis and place and route.

Run
The warning total across the stage logs is 66. The total of max-cap violations is 0.

Outcome
The run finished with clean final reports.

Floorplan
The initial core utilization is 19.88%. Per the OpenROAD floorplan log, the width of the die is 634 µm. The y dimension of the die is 634 µm. In this run the standard cell core region covers 0.3755 mm². The floorplan step defined a die boundary enclosing 0.4020 mm². The total number of placement rows is 225.

The number of top-level pins is 1635.

CTS
The TritonCTS clock tree is done. The number of sinks handled by clock tree synthesis is 1090. Per the CTS log, the root buffer master is clkbuf_16. The count of instances resized after the clock tree is built is 0. The worst-skew pair later-pin latency is 0.84 ns. The registers of the reported paths see a clock transition of 0.06 ns. The number of buffers inserted during clock tree synthesis is 149. The number of H-tree levels is 4. Counting along the longest clock path gives a buffer depth of 4. After clock tree synthesis, the flow added hold-fix buffers numbering 0. The setup fix buffers added after clock tree synthesis is 0.

Final layout
The final report gives the standard cell area, fillers excluded, as 0.1020 mm². The post-route netlist has 4.362% of its cells at a drive strength greater than 1. The synthesis-to-finish area growth is 36.60%.

Yosys
A synthesized cell averages 8.382 µm². The synthesized design contains 0 enable-type register cells. The largest total area in the synthesized netlist belongs to dfxtp_1. The area of the mapped netlist is 0.07465 mm². After synthesis, the largest area contributor takes up 29.23% of total cell area.

The synthesis report lists the most area-consuming cells as dfxtp_1 29%, and2_1 14%, ha_1 10%, xnor2_1 5.4%, xor2_1 3.5%. The yosys synthesis chip area is 0.07465 mm². Per the synth stats, the proportion of register bits with asynchronous set or reset is 0%. The dominant register cell is dfxtp_1. For this run, the number of Yosys warnings is 2. The commonest cells after synthesis are 1662 x and2_1, 1090 x dfxtp_1, 608 x ha_1.

Sequential cells were found to cover 29.23% of the synthesized design area. The synth_stat.txt file lists the number of cells as 8907. The number of distinct standard cells referenced by the synthesized netlist is 92. The number of storage elements in the synthesis netlist is 1090. The synthesis stats list as the most numerous cell and2_1. The synthesized netlist handed to floorplanning was reported with a cell count of 8907.

Hold path
Checking hold timing, the worst path is listed with class reg2reg. The worst hold endpoint is OutData[195]. Along the worst hold path, the cell count comes to 1. The startpoint of the lowest-slack hold path is add.modadd_gen[11].ma.out[8].

Setup path
The worst-path cell with the longest stage delay is a2111oi_1. The critical path is of the in2reg type. The reg-to-reg critical path startpoint is Addition. The cell sequence reported for the critical path is buf_8 -> buf_4 -> buf_12 -> buf_4 -> buf_4 -> and2_1 -> ha_1 -> inv_1 -> fa_1 -> nor2b_1 -> o2111ai_1 -> a21boi_0 -> o21ai_1 -> xor2_1 -> nand4_1 -> a2111oi_1 -> nor4_1 -> and2_1 -> nor3_1. The most common cell type on the critical path is buf_4. For the worst setup path, the data required time is 26.03 ns. The setup check on the worst reg-to-reg path leaves a slack of 22.43 ns. Looking at the reg2reg group, the worst path ends at OutData[317]. Measured in cells, the most critical reg-to-reg path has a length of 5. The arrival time at the worst endpoint is 11.89 ns.

STA classifies the critical path endpoint as a flop. The largest stage delay on the critical path is 0.89 ns. The worst setup path is launched from a primary input. The largest driver fanout on the critical path is 113.

GRT
The largest net degree at the start of global routing is 126. The global-route usage over all layers is 18.94%. The initial antenna violation count is 181. The via count of the first global-routing pass is 67280. The first global-routing pass estimated 532.3 mm of wire. The remaining global-route overflow is 0.

Final timing
For reference, the final report shows the max-slew violation count at 0. The tightest slew margin relative to the limit is 34.52%. The final hold violation count is 0. The pin slew with the least headroom to its limit is 0.9575 ns. The worst path needs 11.15 ns of the cycle, external delays included.

Setup repair after global routing left no endpoint under its margin. The ratio of final minimum period to clock period is 44.08%. The final timing report counts setup violations totalling 0.

Clock skew on the completed layout was measured at 0.03803 ns. After routing, the total negative slack on setup checks comes to 0 ns. The peak clock frequency supported by timing is 0.08966 GHz.

Pwr
The static leakage power is 0.04116 µW. The power density of the placed cells is 57.58 mW/mm². The peak supply drop is 0.04399 mV.

Placed design
The number of input and output port buffers inserted is 1634. The routability-driven placement congestion ratio is 1.006. After legalization and detailed placement, the total HPWL measured 340.6 mm. Summing all placed instances gives a cell area of 0.09654 mm².

Route
The final routed wirelength across all metal layers is 392.4 mm. The residual DRC count is 0. The detail-routed net length per standard cell is 25.05 µm. The total via count in the routed design is 70660.

Per the log, the first TritonRoute iteration ended with a DRC count of 4549. The post-route antenna net violation count is 0. The detailed-router iteration count before antenna repair is 6. The via-per-instance ratio is 4.511.
worst max-delay path: cells and delay by family:
family | cells | cell delay, ns
buffers and inverters | 6 | 2.56
and+or+nand+nor | 6 | 1.30
xor gates and xnor gates | 1 | 0.30
adders and majority gates | 2 | 0.60
AOI/OAI and AO/OA | 4 | 1.73
power by group:
part	switching [µW]	internal, µW	leakage, µW	total [µW]
clock network	931	1280	0.00246	2210
logic	866	721	0.0297	1590
registers	128	1950	0.00904	2070
state kept, by name (all words and copies together) (netlist names):
name / count
OutData: 544
add.modadd_gen.ma.out: 544
Addition: 1
Finish: 1
metrics by stage:
stage | total power, µW | hold slack [ns] | instances | utilization (%) | setup WS [ns]
after floorplan | 2907 | 0.4057 | 8907 | - | 15.72
after global placement | 3705 | 0.4078 | 15270 | 25.71 | 13.35
after global routing | 6186 | 0.4235 | 15620 | 27.12 | 13.46
after detailed placement | 3696 | 0.4097 | 15270 | 25.71 | 13.31
final | 5871 | 0.4101 | 15660 | 27.15 | 14.15
after CTS | 5976 | 0.4022 | 15540 | 27.07 | 14.25
placed cells by master (no fill, tap or decap), drive strengths merged, types with 55 or more instances in the layout:
cell	n
clkdlybuf4s50	1633
nand2b	87
nor3	200
a21o	214
and2	1662
a211oi	149
o211ai	102
dfxtp	1090
or2	72
or3	82
o21ai	355
o21a	143
clkbuf	182
mux2i	56
nand3	180
buf	62
nand2	443
xnor2	459
nor4	65
diode	125
nor2	464
xor2	300
nor2b	114
nand4	68
a31oi	57
a2111oi	55
inv	323
ha	608
a21oi	379
and3	100
logic make-up (layout without fill, tap and decap cells):
group / after synthesis / count (layout) / share of synthesized area [%]
other: 0 / 125 / 0
muxes: 65 / 65 / 0.8866
adders and majority gates: 640 / 640 / 11.05
xor gates and xnor gates: 759 / 759 / 8.905
AOI/OAI and AO/OA: 1982 / 1982 / 18.46
buffers and inverters: 627 / 2265 / 3.173
DFF: 1090 / 1090 / 29.23
and+or+nand+nor: 3744 / 3744 / 28.30
layout make-up:
type                    count  area (µm²)
flip-flops and latches   1090       21820
multi-input cells        7190       50490
inverters                 301        1130
fillers                 40220      273600
clock buffers             182        4043
repair buffers           1695       16840
clock inverters            87        1087
diodes                    125       312.8
well taps                4994        6248
how the worst max path moves through the flow:
stage	startpoint	to	slack [ns]
4_1_cts	Start_SI	add.modadd_gen[14].ma.out[8]	14.25
6_report	Start_SI	add.modadd_gen[14].ma.out[8]	14.15
5_1_grt	Start_SI	add.modadd_gen[16].ma.out[2]	13.46
layer usage:
layer / GRT usage (%) / vias up / routed length [µm]
met3: 4.804 / 560 / 28600
li1: - / 34600 / -
met2: 30.50 / 2293 / 183400
met1: 24.16 / 33160 / 161200
met4: 8.207 / 46 / 18840
met5: 0 / - / 316
Power figures rest on the tool's default switching activity, not on a simulated workload.
