### /design/flow/run.sh
#!/bin/bash
# OpenROAD 26Q1-2900-gdf79404cd8, Yosys 0.63+post, stock flow scripts
make -C /OpenROAD-flow-scripts/flow DESIGN_CONFIG=/design/flow/config.mk WORK_HOME=/design/flow/orfs finish
### /design/flow/config.mk
export PLATFORM = sky130hd
export DESIGN_NAME = grain_lfsr
export DESIGN_NICKNAME = grain_lfsr
export VERILOG_FILES = /design/flow/design.v
export SDC_FILE = /design/flow/constraint.sdc
export NUM_CORES = 4
export LEC_CHECK = 1
export CORE_UTILIZATION = 40
### /design/flow/constraint.sdc
current_design grain_lfsr

set clk_period 1.9
set clk_io_pct 0.2

create_clock -name clk0 -period $clk_period [get_ports {Clk_CI}]

set non_clock_inputs [all_inputs -no_clocks]
set_input_delay [expr $clk_period * $clk_io_pct] -clock clk0 $non_clock_inputs
set_output_delay [expr $clk_period * $clk_io_pct] -clock clk0 [all_outputs]
### /design/flow/design.v
package riscv_signature_pkg;
  typedef enum bit[7:0] {
    CORE_STATUS,
    TEST_RESULT,
    WRITE_GPR,
    WRITE_CSR
  } signature_type_t;
  typedef enum bit[4:0] {
    INITIALIZED,
    IN_DEBUG_MODE,
    IN_MACHINE_MODE,
    IN_HYPERVISOR_MODE,
    IN_SUPERVISOR_MODE,
    IN_USER_MODE,
    HANDLING_IRQ,
    FINISHED_IRQ,
    HANDLING_EXCEPTION,
    INSTR_FAULT_EXCEPTION,
    ILLEGAL_INSTR_EXCEPTION,
    LOAD_FAULT_EXCEPTION,
    STORE_FAULT_EXCEPTION,
    EBREAK_EXCEPTION
  } core_status_t;
  typedef enum bit {
    TEST_PASS,
    TEST_FAIL
  } test_result_t;
endpackage
interface bus_if();
  logic req, gnt, rvalid, we, err;
  logic [3:0] be;
  logic [31:0] addr, rdata, wdata;
  modport master (
    output req,
    input  gnt,
    output addr,
    output we,
    output be,
    input  rvalid,
    output wdata,
    input  rdata,
    input  err
  );
  modport slave (
    input  req,
    output gnt,
    input  addr,
    input  we,
    input  be,
    output rvalid,
    input  wdata,
    output rdata,
    output err
  );
endinterface
module grain_lfsr #(
  parameter int DATA_WIDTH = 32
) (
  input  logic                  Clk_CI,
  input  logic                  Rst_RBI,
  input  logic                  Enable_SI,      
  input  logic [79:0] Seed,
  output logic                  DataReady_SO,   
  output logic [DATA_WIDTH-1:0] Data_DO         
);
  logic DataReady_SN, DataReady_SP;
  logic [79:0] LFSR_DN, LFSR_DP;
  logic [5:0] Counter_DN, Counter_DP;
  logic s_i_plus_80;
  assign DataReady_SO = DataReady_SP;
  assign Data_DO      = LFSR_DP[DATA_WIDTH-1:0];
  always_comb begin
    LFSR_DN = LFSR_DP;
    s_i_plus_80 = LFSR_DN[79]^LFSR_DN[66]^LFSR_DN[56]^LFSR_DN[41]^LFSR_DN[28]^LFSR_DN[17];
    if(Enable_SI) begin
      LFSR_DN = {LFSR_DN[78:0],s_i_plus_80};
    end
  end
  always_comb begin
    Counter_DN   = Counter_DP;
    DataReady_SN = DataReady_SP;
    if(Enable_SI) begin
      Counter_DN = Counter_DP + 1;
      if(Counter_DP == DATA_WIDTH-1) begin
        Counter_DN = '0;
      end
    end
    if(Counter_DP == DATA_WIDTH-1) begin
      DataReady_SN = 1'b1;
    end else begin
      DataReady_SN = 1'b0;
    end
  end
  always_ff @(posedge Clk_CI, negedge Rst_RBI) begin
    if(!Rst_RBI) begin
      LFSR_DP      <= 80'h8A40B9CF316FF7B65660; 
      Counter_DP   <= '0;
      DataReady_SP <= '0;
    end else begin
      LFSR_DP      <= LFSR_DN;
      Counter_DP   <= Counter_DN;
      DataReady_SP <= DataReady_SN;
    end
  end
endmodule
==> flow_summary_export.csv <==
group,metric,value,unit
outcome,status,"complete, no violations",
critical_path,critical_path_required,1.52,ns
synth,async_flop_share,100,%
clock_network,cts_buffers,9,
synth,synth_warnings,1,
critical_path,slowest_stage,"dfstp_2",
synth,ys_cells,233,
synth,netlist_area,0.00364,mm^2
clock_network,clockRootBuffer,"clkbuf_8",
synth,synthTopCellsByArea,"dfrtp_1 31%, dfstp_2 30%, mux2_2 24%, buf_4 6.8%, buf_6 1.2%",
clock_network,clkTransAtPathRegs,0.09,ns
detailed_routing,finalWirelength,4630,um
clock_network,h-tree-depth,3,
critical_path,crit_family,"flip-flops",
detailed_routing,drt_pass1_iterations,3,
place,port_buffers,35,
power,total_power,4.82,mW
final_timing,slew_headroom,47.9,%
global_route,grt_max_degree,44,
critical_path,path_buffers,1,
clock_network,clk_latency,0.33,ns
detailed_routing,viasPerCell,4.74,
place,post-place-ws,0.519,ns
die,die-area,0.00948,mm^2
die,die_h,97.4,um
detailed_routing,num_vias,1687,
critical_path,endpoint_kind,"output port",
place,routabilityCongestion,0.764,
flow_run,warnings,105,
final_layout,nFillCells,767,
critical_path,critical_path_arrival,1.35,ns
critical_path,cp-start-kind,"flip-flop",
critical_path,critPathKind,"flip-flop to output port",
clock_network,cts_sinks,87,
global_route,grt_pass1_vias,1764,
die,rows,34,
die,fp-utilization,41.5,%
global_route,grt_usage,10.7,%
synth,ys_ff,87,
final_timing,slew_violations,0,
power,peakVddDrop,488,uV
final_layout,finalCoreUtilization,46.3,%
die,ios,116,
die,die_width,97.4,um
place,hpwl,2840,um
synth,yosysTopAreaCell,"dfrtp_1",
detailed_routing,routedWlPerCell,13.0,um
synth,synth-edff-count,0,
critical_path,path_cells,"clkdlybuf4s50_1",
flow_run,cap_viol_max_count,0,
detailed_routing,ant_nets,0,
die,core,0.00876,mm^2
global_route,grt_pass1_wl,8280,um
worst_hold_path,hold_class,"input pin to async pin",
final_timing,max_freq,0.577,GHz
clock_network,cts_tree,"yes",
final_timing,finalSetupViolCount,0,
final_timing,rsz0062_at_grt,"false",
final_timing,clock_skew,0.00824,ns
synth,synth.distinct_cells,23,
synth,syn-instance-count,233,
critical_path,cp_max_fo,4,
detailed_routing,drt_iter0_drc,36,
synth,yosys_most_used_dff,"dfrtp_1",
clock_network,cts_resized,0,
final_timing,holdWs,0.132,ns
synth,yosys.area.top_type_share,31.0,%
clock_network,cts_buffer_depth,2,
final_layout,fin_cells,356,
final_timing,final.setup.tns,0,ns
synth,syn_avg_cell_area,15.6,um^2
final_timing,fin_ws,0.167,ns
power,p_leak,1.80,nW
detailed_routing,antenna_cells,0,
final_layout,drive_gt1_share,57.7,%
synth,ys_area,0.00364,mm^2
final_layout,design_area,0.00406,mm^2
final_timing,timing.final.crit_period,1.73,ns
place,dp_cells,339,
place,placed_cell_area,0.00386,mm^2
power,power_density,1190,mW/mm^2
synth,seq_area_frac_synth,61.3,%
final_timing,max_slew.worst_pin.slew,0.779,ns
global_route,antenna_found_initial,0,
critical_path,rrSetupSlack,0.58,ns
global_route,grt_overflow,0,
critical_path,critPathMaxStageDelay,0.57,ns
final_timing,hold_violations,0,
final_layout,syn2layout_area_growth,11.7,%
detailed_routing,drc,0,
final_timing,fin_crit_sh,91.2,%
-- cells by family after synthesis --
group,Yosys count,share of synthesized area (%)
buf+inv,42,8.74
xor+xnor,6,1.82
simple gates,12,2.06
compound gates,4,0.653
fa+ha+maj,1,0.344
flops,87,61.3
mux,81,25.1
-- power by group --
group	total (mW)	internal [mW]	switching, mW
sequential	2.57	2.31	0.262
combinational	1.03	0.810	0.215
clock	1.22	0.604	0.618
total	4.82	3.73	1.09
-- cell type report --
type                            count  area, um^2  area share [%]
Clock buffer                       10         128            3.14
Clock inverter                      6        61.3            1.51
Multi-Input combinational cell    104        1090            26.8
Sequential cell                    87        2230            54.9
Tap cell                          108         135            3.33
Timing Repair Buffer               41         418            10.3
-- synthesized netlist by cell type, types with 2 or more instances --
| cell type | instances |
|---|---|
| buf_2 | 5 |
| buf_4 | 33 |
| mux2_1 | 3 |
| nand2b_1 | 2 |
| dfstp_2 | 42 |
| mux2_2 | 78 |
| dfrtp_1 | 45 |
| buf_6 | 4 |
| nand2_1 | 2 |
| nand4_1 | 2 |
| xnor2_1 | 4 |
| nor2_1 | 2 |
-- sequential cells by signal, summed over array words and instances (netlist names) --
| name | count |
|---|---|
| LFSR_DP | 80 |
| Counter_DP | 6 |
| DataReady_SP | 1 |
-- final timing paths --
| kind | to | depth (start not counted) | start |
|---|---|---|---|
| setup / recovery | Data_DO[28] | 1 | LFSR_DP[28] |
| hold / removal | LFSR_DP[21] | 1 | Rst_RBI |
| setup reg to reg | LFSR_DP[0] | 3 | LFSR_DP[79] |
| hold reg to reg | LFSR_DP[58] | 1 | LFSR_DP[57] |
| max in group asynchronous | LFSR_DP[8] | 2 | Rst_RBI |
| min in group clk0 | LFSR_DP[0] | 2 | Enable_SI |
-- placed cells by master (no fill, tap or decap), types with 2 or more instances in the layout --
| cell | instances |
|---|---|
| nand4_1 | 2 |
| clkdlybuf4s50_1 | 33 |
| mux2_2 | 78 |
| nor2_1 | 2 |
| nand2_1 | 2 |
| clkinv_2 | 3 |
| buf_4 | 5 |
| mux2_1 | 3 |
| clkbuf_8 | 9 |
| nand2b_1 | 2 |
| dfrtp_1 | 45 |
| buf_12 | 2 |
| dfstp_2 | 42 |
| xnor2_1 | 4 |
-- layer usage --
layer	wire length (um)	vias up	GRT usage (%)
li1	-	796	-
met1	2420	853	17.7
met2	2000	32	16.1
met3	177	6	1.68
met4	38	0	1.81
met5	0	-	0
-- timing repair --
action / in CTS / in global routing
hold endpoints to repair: 16 / 0
hold buffers: 1 / 0
buffers inserted: 0 / 0
Power is estimated from default activity; no workload was simulated.
